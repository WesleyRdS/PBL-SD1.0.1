==> ./design.v <==
module UART_rx (Clk,Rst_n,RxEn,RxData,RxDone,Rx,Tick,NBits);		 
input Clk, Rst_n, RxEn,Rx,Tick;		 
input [3:0]NBits;			 
output RxDone;				 
output [7:0]RxData;			 
parameter  IDLE = 1'b0, READ = 1'b1; 	 
reg [1:0] State, Next;			 
reg  read_enable = 1'b0;		 
reg  start_bit = 1'b1;			 
reg  RxDone = 1'b0;			 
reg [4:0]Bit = 5'b00000;		 
reg [3:0] counter = 4'b0000;		 
reg [7:0] Read_data= 8'b00000000;	 
reg [7:0] RxData;			 
always @ (posedge Clk or negedge Rst_n)			 
begin
if (!Rst_n)	State <= IDLE;				 
else 		State <= Next;				 
end
always @ (State or Rx or RxEn or RxDone)
begin
    case(State)	
	IDLE:	if(!Rx & RxEn)		Next = READ;	  
		else			Next = IDLE;
	READ:	if(RxDone)		Next = IDLE; 	  
		else			Next = READ;
	default 			Next = IDLE;
    endcase
end
always @ (State or RxDone)
begin
    case (State)
	READ: begin
		read_enable <= 1'b1;			 
	      end
	IDLE: begin
		read_enable <= 1'b0;			 
	      end
    endcase
end
always @ (posedge Tick)
	begin
	if (read_enable)
	begin
	RxDone <= 1'b0;							 
	counter <= counter+1;						 
	if ((counter == 4'b1000) & (start_bit))				 
	begin
	start_bit <= 1'b0;
	counter <= 4'b0000;
	end
	if ((counter == 4'b1111) & (!start_bit) & (Bit < NBits))	 
	begin
	Bit <= Bit+1;
	Read_data <= {Rx,Read_data[7:1]};
	counter <= 4'b0000;
	end
	if ((counter == 4'b1111) & (Bit == NBits)  & (Rx))		 
	begin
	Bit <= 4'b0000;
	RxDone <= 1'b1;
	counter <= 4'b0000;
	start_bit <= 1'b1;						 
	end
	end
end
always @ (posedge Clk)
begin
if (NBits == 4'b1000)
begin
RxData[7:0] <= Read_data[7:0];	
end
if (NBits == 4'b0111)
begin
RxData[7:0] <= {1'b0,Read_data[7:1]};	
end
if (NBits == 4'b0110)
begin
RxData[7:0] <= {1'b0,1'b0,Read_data[7:2]};	
end
end
endmodule
==> ./run.sh <==
#!/bin/bash
# OpenROAD 26Q1-2900-gdf79404cd8, Yosys 0.63+post, stock flow scripts
make -C /OpenROAD-flow-scripts/flow DESIGN_CONFIG=/design/flow/config.mk WORK_HOME=/design/flow/orfs finish
==> ./config.mk <==
export PLATFORM = sky130hd
export DESIGN_NAME = UART_rx
export DESIGN_NICKNAME = UART_rx
export VERILOG_FILES = /design/flow/design.v
export SDC_FILE = /design/flow/constraint.sdc
export NUM_CORES = 4
export LEC_CHECK = 1
export CORE_UTILIZATION = 30
==> ./constraint.sdc <==
current_design UART_rx

set clk_period 2.2
set clk_io_pct 0.2

create_clock -name clk0 -period $clk_period [get_ports {Clk}]
create_clock -name clk1 -period $clk_period [get_ports {Tick}]

set non_clock_inputs [all_inputs -no_clocks]
set_input_delay [expr $clk_period * $clk_io_pct] -clock clk0 $non_clock_inputs
set_output_delay [expr $clk_period * $clk_io_pct] -clock clk0 [all_outputs]
==> flow_metrics.tcl <==
# metrics dict for downstream scripts
set metrics [dict create \
    core_sq_mm 0.00444 \
    openroad.warnings 27 \
    worstMarginPinSlew_ns 0.337 \
    ys.flops 30 \
    untimed_endpoints 6 \
    cts_setup_buffers 0 \
    cts.repair.resized 0 \
    fillerInstances 402 \
    synth_cell_types 32 \
    edf_count 25 \
    fin_skew_ns 0.00779 \
    vdd_drop_max_uv 519 \
    yosys_cells 111 \
    worstSetupEndpointType "flop" \
    flop_cell "edfxtp_1" \
    ys_warn_count 1 \
    unclocked_regs 1 \
    first_pass_iters 22 \
    slew_headroom_pct 77.5 \
    hold_path_class "in -> async" \
    switching_power_uw 362 \
    num_rows 24 \
    drt_wl_total_um 2190 \
    crit_slowest_cell "or4_4" \
    netlist.area_leader.share_pct 52.9 \
    grt_max_degree 15 \
    chipWidth_um 70.8 \
    cell_internal_pwr_mw 1.11 \
    chip_area_sq_mm 0.00501 \
    yosysMostFrequentCell "edfxtp_1" \
    critPathKind "in -> reg" \
    cts_tree "done" \
    area_growth_syn_to_layout_pct 27.2 \
    drt_iter0_drc 51 \
    cp.arrival_ns 2.08 \
    antenna_found_initial 0 \
    post-place-ws_ns -0.203 \
    gp_congestion 0.817 \
    track_usage_pct 9.84 \
    dpl.hpwl_um 1730 \
    route.detailed.drc 0 \
    common_cells "25 x edfxtp_1, 10 x inv_1, 10 x nor2_1" \
    diodes 0 \
    cpPeakStageDelay_ns 0.51 \
    grt_pass1_vias 864 \
    pwr_density_cell_mw_per_mm2 814 \
    cp.required_ns 2.16 \
    grt_overflow 0 \
    worstPathCellList "clkdlybuf4s50_1 > inv_1 > ha_1 > or4_4 > nor3_2 > and2_1 > buf_6" \
    clk_pin_slew_ns 0.06 \
    cts_hold_repair.buffers 0 \
    fin_util_pct 40.7 \
    status "complete, no violations" \
    initCoreUtil_pct 32.0 \
    p_leak_nw 0.707 \
    logic_area_sq_um 517 \
    synth.cell_area_sq_mm 0.00142 \
    port_buffers 16 \
    power.total_mw 1.47 \
    vias 895 \
    layout_setup_ws_ns 0.0766 \
    worst_setup_path_start_kind "primary input" \
    p_comb_share_pct 17.4 \
    clkPwrFrac_pct 28.7 \
    hold_slack_ns 0.361 \
    path_max_fanout 8 \
    yosysTopAreaCell "edfxtp_1" \
    fp.dieH_um 70.8 \
    grt_pass1_wl_um 3770 \
    viasPerCell 4.59 \
    hold_viol_final 0 \
    ios 18 \
    synth.area.top_cells "edfxtp_1 53%, ha_1 6.2%, mux2i_1 5.6%, dfxtp_1 2.8%, inv_1 2.6%" \
    yosys-stat-area_sq_mm 0.00142 \
    drive_gt1_share_pct 17.5 \
    avgSynthCellArea_sq_um 12.8 \
    drv_slew 0 \
    finalSetupViolations 0 \
    ant_nets 0 \
    syn_inst 111 \
    cap_viol_max_count 0 \
    pwr-share-seq_pct 53.9 \
    ys_async_sr_fraction_pct 6.67 \
    wl_per_cell_um 11.2 \
    seq_area_sq_um 857 \
    sw_frac_of_total_pct 24.6 \
]
cell usage in the layout (no fill, tap or decap), types with 2 or more instances in the layout:
cell type and count:
buf_4 9, nand2_1 8, dfxtp_1 2, nor2b_1 2, xnor2_1 2, nand4b_1 2
clkdlybuf4s50_1 16, edfxtp_1 25, a21oi_1 3, nor2_1 10, o21ai_1 6, clkbuf_8 6
nand3_1 4, inv_1 10, xor2_1 3, mux2i_1 8, ha_1 7, nor3_2 2
power by group through the flow:
stage     registers [mW]  logic, mW  clock network [mW]
4_1_cts            0.793      0.260               0.438
5_1_grt            0.808      0.293               0.463
6_report           0.793      0.256               0.422
worst paths after layout:
kind | depth (start not counted) | to | slack, ns | start
setup / recovery | 7 | Read_data[1] | 0.08 | NBits[3]
hold / removal | 1 | State[1] | 0.36 | Rst_n
setup reg to reg | 6 | Read_data[1] | 0.26 | counter[0]
hold reg to reg | 0 | Read_data[0] | 0.51 | Read_data[1]
max in group clk0 | 5 | RxData[3] | 0.47 | NBits[0]
max in group asynchronous | 1 | State[0] | 1.64 | Rst_n
min in group clk1 | 0 | Read_data[0] | 0.51 | Read_data[1]
min in group clk0 | 2 | RxData[7] | 0.52 | RxData[7]
per-layer routing:
metal	wire [um]	up-vias	GRT usage (%)	share of wire [%]
met1	1040	409	13.8	48
li1	-	461	-	-
met3	128	4	4.34	5.9
met4	21	0	1.56	0.96
met5	0	-	0	0
met2	994	21	15.1	45
sequential cells by signal (all words and copies together) (netlist names):
register / cells
Bit: 5
RxData: 8
RxDone: 1
State: 2
read_enable: 1
Read_data: 8
counter: 4
start_bit: 1
worst max-delay path, delay by kind of cell:
family | cells | cell delay [ns]
buf+inv | 3 | 0.63
fa+ha+maj | 1 | 0.20
simple gates | 3 | 0.82
per-stage QoR:
stage	setup TNS (ns)	area, sq um	std cells
2_1_floorplan	0	1420	111
3_3_place_gp	-2.66	1710	187
3_5_place_dp	-2.98	1710	187
4_1_cts	0	1800	195
5_1_grt	-0.00559	1810	195
6_report	0	1810	195
cell families (layout without fill, tap and decap cells):
group                    after synthesis  in the layout  share of synthesized area [%]
AND-OR/OR-AND                         15             15                           7.40
multiplexers                           8              8                           5.64
buffers and inverters                 12             44                           3.26
XOR/XNOR                               5              5                           3.08
adder cells (fa/ha/maj)                7              7                           6.17
latches                                1              1                           1.06
AND/OR/NAND/NOR                       34             34                           14.1
flip-flops                            29             29                           59.3
final cells by class:
cell class                      instances  area share [%]
Sequential cell                        30            47.4
Inverter                               10            2.08
Clock inverter                          1           0.277
Tap cell                               52            3.60
Clock buffer                            7            4.78
Timing Repair Buffer                   26            13.2
Multi-Input combinational cell         69            28.6
No activity file was given, so power comes from the tool's default toggle rates.
