==> flow/run.sh <==
#!/bin/bash
# OpenROAD 26Q1-2900-gdf79404cd8, Yosys 0.63+post, stock flow scripts
make -C /OpenROAD-flow-scripts/flow DESIGN_CONFIG=/design/flow/config.mk WORK_HOME=/design/flow/orfs finish
==> flow/constraint.sdc <==
current_design UART_tx

set clk_period 1.7
set clk_io_pct 0.2

create_clock -name clk0 -period $clk_period [get_ports {Clk}]
create_clock -name clk1 -period $clk_period [get_ports {Tick}]

set non_clock_inputs [all_inputs -no_clocks]
set_input_delay [expr $clk_period * $clk_io_pct] -clock clk0 $non_clock_inputs
set_output_delay [expr $clk_period * $clk_io_pct] -clock clk0 [all_outputs]
==> flow/config.mk <==
export PLATFORM = sky130hd
export DESIGN_NAME = UART_tx
export DESIGN_NICKNAME = UART_tx
export VERILOG_FILES = /design/flow/design.v
export SDC_FILE = /design/flow/constraint.sdc
export NUM_CORES = 4
export LEC_CHECK = 1
export CORE_UTILIZATION = 30
==> flow/design.v <==
module UART_tx (Clk,Rst_n,TxEn,TxData,TxDone,Tx,Tick,NBits);	 
input Clk, Rst_n, TxEn,Tick;	 
input [3:0]NBits;		 
input [7:0]TxData;		 
output Tx;
output TxDone;
parameter  IDLE = 1'b0, WRITE = 1'b1;	 
reg  State, Next;			 
reg  TxDone = 1'b0;			 
reg  Tx;				 
reg write_enable = 1'b0;		 
reg start_bit = 1'b1;			 
reg stop_bit = 1'b0;			 
reg [4:0] Bit = 5'b00000;		 
reg [3:0] counter = 4'b0000;		 
reg [7:0] in_data=8'b00000000;		 
reg [1:0] R_edge;			 
wire D_edge;				 
always @ (posedge Clk or negedge Rst_n)			 
begin
if (!Rst_n)	State <= IDLE;				 
else 		State <= Next;				 
end
always @ (State or D_edge or TxData or TxDone) 
begin
    case(State)	
	IDLE:	if(D_edge)		Next = WRITE;		 
		else			Next = IDLE;
	WRITE:	if(TxDone)		Next = IDLE;  		 
		else			Next = WRITE;
	default 			Next = IDLE;
    endcase
end
always @ (State)
begin
    case (State)
	WRITE: begin
		write_enable <= 1'b1;	 
	end
	IDLE: begin
		write_enable <= 1'b0;	 
	end
    endcase
end
always @ (posedge Tick)
begin
	if (!write_enable)				 
	begin
	TxDone = 1'b0;
	start_bit <=1'b1;
	stop_bit <= 1'b0;
	end
	if (write_enable)				 
	begin
	counter <= counter+1;				 
	if(start_bit & !stop_bit)			 
	begin
	Tx <=1'b0;					 
	in_data <= TxData;				 
	end		
	if ((counter == 4'b1111) & (start_bit) )	 
	begin		
	start_bit <= 1'b0;
	in_data <= {1'b0,in_data[7:1]};
	Tx <= in_data[0];
	end
	if ((counter == 4'b1111) & (!start_bit) &  (Bit < NBits-1))	 
	begin		
	in_data <= {1'b0,in_data[7:1]};
	Bit<=Bit+1;
	Tx <= in_data[0];
	start_bit <= 1'b0;
	counter <= 4'b0000;
	end	
	if ((counter == 4'b1111) & (Bit == NBits-1) & (!stop_bit))	 
	begin
	Tx <= 1'b1;	
	counter <= 4'b0000;	
	stop_bit<=1'b1;
	end
	if ((counter == 4'b1111) & (Bit == NBits-1) & (stop_bit) )	 
	begin
	Bit <= 4'b0000;
	TxDone <= 1'b1;
	counter <= 4'b0000;
	end
	end
end
always @ (posedge Clk or negedge Rst_n)
begin
	if(!Rst_n)
	begin
	R_edge <= 2'b00;
	end
	else
	begin
	R_edge <={R_edge[0], TxEn};
	end
end
assign D_edge = !R_edge[1] & R_edge[0];
endmodule
==> results.json <==
{
  "outcome": "finished with violations",
  "failed_checks": "setup timing",
  "synthArstFlopShare": 0.125,
  "design_area_um2": 1860,
  "placed_area_um2": 1640,
  "ir_drop_v": 0.000775,
  "worstMarginPinSlew_ns": 0.408,
  "ys_area_um2": 1250,
  "vias": 835,
  "intPower_mw": 1.48,
  "setup_violations": 32,
  "rsz0062_at_grt": "yes",
  "die_h_um": 66.6,
  "drv_slew": 0,
  "yosysWarnings": 1,
  "wire_per_inst_um": 11.3,
  "ys_cells": 95,
  "total_power_mw": 2.01,
  "synth.logic.top_family": "simple AND/OR/NAND/NOR gates",
  "num_antenna_cells": 0,
  "hold_viol": 0,
  "final_util": 0.465,
  "p_seq_frac": 0.454,
  "crit_required_ns": 1.71,
  "clkTransAtPathRegs_ns": 0.07,
  "io_buffer_count": 16,
  "antenna_found_initial": 0,
  "hold_slack_ns": 0.309,
  "grt-ovfl-total": 0,
  "cellLeakagePower_nw": 0.742,
  "fp.dieW_um": 66.6,
  "clock_skew_ns": 0.00295,
  "syn-cell-area_um2": 1250,
  "adder_share": 0.0699,
  "drt-initial-drc-count": 20,
  "ys_sh_mux": 0.0918,
  "dr.pass1.iters": 2,
  "crit_type": "in2reg",
  "cellPowerDensity_nw_per_um2": 1080,
  "initCoreUtil": 0.313,
  "cp-end-kind": "register",
  "grt_pass1_wl_um": 3540,
  "routed_wl_um": 2110,
  "drive_gt1_frac": 0.489,
  "drtAntennaViolNets": 0,
  "ys_seq_frac": 0.539,
  "post-route-drc-count": 0,
  "fp-row-count": 23,
  "ys_sh_simple": 0.139,
  "core_area_um2": 4000,
  "cap_violations": 0,
  "area_delta_synth_final_pct": 48.4,
  "fillers": 349,
  "pwr-share-clk": 0.260,
  "ys_types": 33,
  "syn_inst": 95,
  "finalWeightedCongestion": 0.755,
  "syn_area_per_cell_um2": 13.2,
  "warnings": 29,
  "synth-main-ff-cell": "edfxtp_1",
  "combPwrFrac": 0.287,
  "grt_pass1_vias": 846,
  "hpwl_um": 1540,
  "relSlewSlack": 0.728,
  "setup_tns_ns": -6.23,
  "ioPinCount": 18,
  "fin_ws_ns": -0.238,
  "edf_count": 18,
  "viasPerCell": 4.47,
  "crit_path_max_incr_delay_ns": 0.31,
  "critPathLaunch": "NBits[0]",
  "p_switching_mw": 0.536,
  "crit_chain": "buf_8, nor3_4, xnor2_2, ha_4, buf_6, o211ai_2, a21oi_2, a21o_4, mux2_4",
  "die-area_um2": 4440,
  "critPathArrivalTime_ns": 1.95,
  "ys_seq_elements": 24,
  "hp-class": "in2async",
  "grt.total_usage": 0.109,
  "yosys.area_share.aoi": 0.0808,
  "reg2reg_from": "Bit[1]",
  "cts_tree": "built",
  "grt_max_degree": 13,
  "cp-start-kind": "primary input",
  "cts.sinks": 24,
  "ys_sh_xor": 0.0489,
  "crit_slowest_cell": "mux2_4",
  "crit_fanout": 8,
  "switching_share": 0.266
}
-- cell families after synthesis --
kind of cell | after synthesis
buffers and inverters | 8
and+or+nand+nor | 29
xor gates and xnor gates | 7
muxes | 8
AOI/OAI and AO/OA | 12
DFF | 24
adders and majority gates | 7
-- cell usage after synthesis (2+ instances only) --
library cell / n / share of area
nor2b_1: 3 / 0.015
nor3_1: 3 / 0.012
dfxtp_1: 3 / 0.048
xnor2_1: 3 / 0.021
inv_1: 5 / 0.015
o21a_1: 4 / 0.024
edfxtp_1: 18 / 0.43
nand3_1: 4 / 0.016
a21oi_1: 2 / 0.0080
mux2_4: 7 / 0.084
dfrtp_1: 3 / 0.060
ha_1: 7 / 0.070
nand2_1: 4 / 0.012
and2_1: 2 / 0.010
nor2_1: 6 / 0.018
xor2_1: 4 / 0.028
-- flip-flops by register name, indices dropped and copies added (netlist names) --
name and count:
start_bit 1, Tx 1, State 1, TxDone 1, counter 4, R_edge 2, stop_bit 1, Bit 5
in_data 8
-- layout make-up --
type                            instances  area [µm²]  area share
Timing Repair Buffer                   37         337       0.181
Multi-Input combinational cell         63         671       0.360
Clock buffer                            7        86.3      0.0464
Clock inverter                          1        5.00     0.00269
Tap cell                               50        62.6      0.0336
Inverter                                5        23.8      0.0128
Sequential cell                        24         676       0.363
-- what timing repair did --
item / in CTS / in global routing
hold buffers: 0 / 0
pin swaps: 12 / 8
setup endpoints to repair: 33 / 33
gates resized: 29 / 18
buffers inserted: 8 / 0
gates cloned: 0 / 0
-- stage by stage --
step           std cells  setup slack, ns
3_5_place_dp         175            -1.15
3_3_place_gp         175            -1.12
4_1_cts              189           -0.316
2_1_floorplan         95           -0.389
5_1_grt              187           -0.326
6_report             187           -0.238
-- cell usage in the layout, fill, tap and decap left out, types with 2 or more instances in the layout --
| cell | n |
|---|---|
| a21oi_2 | 2 |
| edfxtp_1 | 18 |
| clkdlybuf4s50_1 | 12 |
| nor2b_1 | 2 |
| mux2_4 | 7 |
| buf_4 | 16 |
| inv_4 | 2 |
| nor2_1 | 2 |
| buf_8 | 2 |
| ha_4 | 3 |
| and2_4 | 3 |
| nand2_1 | 4 |
| o21a_1 | 3 |
| xor2_1 | 4 |
| xnor2_2 | 2 |
| nor2_2 | 4 |
| ha_1 | 4 |
| inv_1 | 3 |
| dfxtp_1 | 3 |
| clkbuf_8 | 6 |
| dfrtp_1 | 3 |
| nand3_1 | 4 |
| buf_6 | 5 |
-- routing by layer --
| layer | GRT usage | routed length, µm | vias to the layer above |
|---|---|---|---|
| li1 | - | - | 422 |
| met1 | 0.152 | 1020 | 401 |
| met2 | 0.176 | 993 | 8 |
| met3 | 0.0313 | 61 | 4 |
| met4 | 0.0186 | 27 | 0 |
| met5 | 0 | 0 | - |
-- critical path, delay by kind of cell --
kind,cells,cell delay (ns)
buffers and inverters,2,0.19
AOI/OAI and AO/OA,3,0.51
adders and majority gates,1,0.30
and+or+nand+nor,1,0.20
muxes,1,0.31
xor gates and xnor gates,1,0.11
-- worst paths after layout --
path	depth (start not counted)	slack, ns	endpoint
min in group clk1	2	0.50	start_bit
max	9	-0.24	in_data[5]
min	1	0.31	State
min reg2reg	0	0.37	R_edge[1]
max reg2reg	6	-0.23	in_data[5]
min in group clk0	0	0.37	R_edge[1]
max in group clk0	1	0.27	TxDone
max in group asynchronous	1	1.25	R_edge[0]
-- power by group through the flow --
stage | combinational (mW) | sequential (mW) | clock [mW]
CTS | 0.540 | 0.912 | 0.541
global route | 0.637 | 0.933 | 0.569
finish | 0.577 | 0.914 | 0.523
Power is estimated from default activity; no workload was simulated.
